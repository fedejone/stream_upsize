==> flow/run.sh <==
#!/bin/bash
# OpenROAD 26Q1-2900-gdf79404cd8, Yosys 0.63+post, stock flow scripts
make -C /OpenROAD-flow-scripts/flow DESIGN_CONFIG=/design/flow/config.mk WORK_HOME=/design/flow/orfs finish
==> flow/config.mk <==
export PLATFORM = sky130hd
export DESIGN_NAME = stream_upsize
export DESIGN_NICKNAME = stream_upsize
export VERILOG_FILES = /design/flow/design.v
export SDC_FILE = /design/flow/constraint.sdc
export NUM_CORES = 4
export LEC_CHECK = 1
export CORE_UTILIZATION = 50
export SYNTH_HDL_FRONTEND = slang
export SYNTH_MEMORY_MAX_BITS = 65536
==> flow/constraint.sdc <==
current_design stream_upsize

set clk_period 1356.9
set clk_io_pct 0.2

create_clock -name clk0 -period $clk_period [get_ports {clk}]

set non_clock_inputs [all_inputs -no_clocks]
set_input_delay [expr $clk_period * $clk_io_pct] -clock clk0 $non_clock_inputs
set_output_delay [expr $clk_period * $clk_io_pct] -clock clk0 [all_outputs]
==> flow/design.v <==
module ff_fifo_wrapped_in_valid_ready
# (
    parameter width = 8, depth = 10
)
(
    input                clk,
    input                rst,
    input                up_valid,     
    output               up_ready,
    input  [width - 1:0] up_data,
    output               down_valid,   
    input                down_ready,
    output [width - 1:0] down_data
);
    wire fifo_push;
    wire fifo_pop;
    wire fifo_empty;
    wire fifo_full;
    assign up_ready   = ~ fifo_full;
    assign fifo_push  = up_valid & up_ready;
    assign down_valid = ~ fifo_empty;
    assign fifo_pop   = down_valid & down_ready;
    flip_flop_fifo_empty_full_optimized # (.width (width), .depth (depth))
    fifo
    (
        .clk        ( clk        ),
        .rst        ( rst        ),
        .push       ( fifo_push  ),
        .pop        ( fifo_pop   ),
        .write_data ( up_data    ),
        .read_data  ( down_data  ),
        .empty      ( fifo_empty ),
        .full       ( fifo_full  )
    );
endmodule
module flip_flop_fifo_empty_full_optimized
# (
    parameter width = 8, depth = 10
)
(
    input                clk,
    input                rst,
    input                push,
    input                pop,
    input  [width - 1:0] write_data,
    output [width - 1:0] read_data,
    output               empty,
    output               full
);
    localparam pointer_width = $clog2 (depth),
                          counter_width = $clog2 (depth + 1);
    localparam [counter_width - 1:0] max_ptr = counter_width' (depth - 1);
    logic [pointer_width - 1:0] wr_ptr, rd_ptr;
    logic wr_ptr_odd_circle, rd_ptr_odd_circle;
    logic [width - 1:0] data [0: depth - 1];
    always_ff @ (posedge clk or posedge rst)
        if (rst)
        begin
            wr_ptr <= '0;
            wr_ptr_odd_circle <= 1'b0;
        end
        else if (push)
        begin
            if (wr_ptr == max_ptr)
            begin
                wr_ptr <= '0;
                wr_ptr_odd_circle <= ~ wr_ptr_odd_circle;
            end
            else
            begin
                wr_ptr <= wr_ptr + 1'b1;
            end
        end
    always_ff @ (posedge clk or posedge rst)
        if (rst)
        begin
            rd_ptr <= '0;
            rd_ptr_odd_circle <= 1'b0;
        end
        else if (pop)
        begin
            if (rd_ptr == max_ptr)
            begin
                rd_ptr <= '0;
                rd_ptr_odd_circle <= ~ rd_ptr_odd_circle;
            end
            else
            begin
                rd_ptr <= rd_ptr + 1'b1;
            end
        end
    always_ff @ (posedge clk)
        if (push)
            data [wr_ptr] <= write_data;
    assign read_data = data [rd_ptr];
    wire equal_ptrs = (wr_ptr == rd_ptr);
    assign empty = equal_ptrs & wr_ptr_odd_circle == rd_ptr_odd_circle;
    assign full  = equal_ptrs & wr_ptr_odd_circle != rd_ptr_odd_circle;
endmodule
module stream_upsize #(
  parameter T_DATA_WIDTH = 8,
  parameter T_DATA_RATIO = 2
) (
  input  logic                    clk                        ,  
  input  logic                    rst_n                      ,  
  input  logic [T_DATA_WIDTH-1:0] s_data_i                   ,
  input  logic                    s_last_i                   ,
  input  logic                    s_valid_i                  ,
  output logic                    s_ready_o                  ,
  output logic [T_DATA_WIDTH-1:0] m_data_o [T_DATA_RATIO-1:0],
  output logic [T_DATA_RATIO-1:0] m_keep_o                   ,
  output logic                    m_last_o                   ,
  output logic                    m_valid_o                  ,
  input  logic                    m_ready_i
);
typedef struct packed
{
  logic [  T_DATA_WIDTH:0] data_out    ;
  logic                    valid_out   ;
  logic                    ready_out   ;
  logic                    last_out    ;
  logic [T_DATA_WIDTH-1:0] payload_data;
} axis;
axis fifo;
ff_fifo_wrapped_in_valid_ready #(
  .width(T_DATA_WIDTH + 1),
  .depth(1024            )
) uut_ff_fifo_wrapped_in_valid_ready (
  .clk       (clk                ),
  .rst       (~rst_n             ),
  .up_valid  (s_valid_i          ),
  .up_ready  (s_ready_o          ),
  .up_data   ({s_data_i,s_last_i}),
  .down_valid(fifo.valid_out     ),
  .down_ready(fifo.ready_out     ),
  .down_data (fifo.data_out      )
);
assign fifo.last_out     = fifo.data_out[0];
assign fifo.payload_data = fifo.data_out[T_DATA_WIDTH:1];
logic [T_DATA_RATIO-1:0] pointer    ;
logic                    write      ;
logic                    read       ;
logic                    full_bank  ;
logic                    end_pointer;
logic [T_DATA_RATIO-1:0] keep_r     ;
assign write          = fifo.valid_out & !full_bank;
assign read           = full_bank & m_ready_i;
assign end_pointer    = (pointer == T_DATA_RATIO-1);
assign fifo.ready_out = !full_bank;
assign m_valid_o      = full_bank;
  always_ff @(posedge clk or negedge rst_n) begin : proc_pointer
    if( ~rst_n ) begin
      pointer <= 1'b0;
    end else if ( write ) begin
      if ( end_pointer | fifo.last_out ) pointer <= '0;
      else                   pointer <= pointer + 1'b1;
    end
  end
  always_ff @(posedge clk or negedge rst_n) begin : proc_keep_r
    if( ~rst_n ) begin
      keep_r <= { {T_DATA_RATIO-1{1'b0}}, 1'b1 };
    end else if ( write ) begin
      if ( end_pointer | fifo.last_out ) keep_r <= { {T_DATA_RATIO-1{1'b0}}, 1'b1   };
      else                               keep_r <= {keep_r[T_DATA_RATIO-1-1:0], 1'b1};
    end
  end
  always_ff @(posedge clk or negedge rst_n) begin : proc_full_bank
    if( ~rst_n ) begin
      full_bank <= 1'b0;
    end else begin
      if (write & (end_pointer | fifo.last_out) & !read) full_bank <= 1'b1;
      else if (read)                                     full_bank <= 1'b0;
    end
  end
  always_ff @(posedge clk or negedge rst_n) begin : proc_m_data_o
    if( ~rst_n ) begin
      for (int i=0; i<=T_DATA_RATIO-1; i++) begin
        m_data_o[i] <= '0;
      end
    end else if (write) begin
      m_data_o[pointer] <= fifo.payload_data;
    end
  end
always_ff @( posedge clk ) if (end_pointer | (fifo.last_out & fifo.ready_out)) m_keep_o <= keep_r;
always_ff @( posedge clk ) if (!read) m_last_o <= fifo.last_out;
endmodule
==> results.toml <==
# physical design summary
[outcome]
outcome = "finished, violations left"
violations = "slew limit"

[floorplan]
dieHeight_um = 848
coreArea_mm2 = 0.713
die_x_um = 848
num_io_pins = 34
die_area_mm2 = 0.720
initCoreUtil_pct = 50.2
num_rows = 310

[finish]
seq_area_mm2 = 0.278
syn2layout_area_growth_pct = 12.5
num-fill-cells = 51400
design_area_mm2 = 0.403
fin_cells = 27600
drive_gt1_share_pct = 26.3
combGateArea_mm2 = 0.0748

[detailed_routing]
ant_nets = 0
drt_iter0_drc = 14600
wire_per_inst_um = 44.0
viasPerCell = 6.58
postRouteWirelength_um = 1210000
num_vias = 182000
dr.pass1.iters = 8
drc = 0

[grt]
grt_max_degree = 99
grt_pass1_wl_um = 1650000
grt_pass1_vias = 201000
grt_use_total_pct = 38.6
gr-total-overflow = 0
antenna_found_initial = 153

[power]
powerDensity_mw_per_mm2 = 2.03
leakagePower_nw = 124
irDropWorstVdd_uv = 1.80

[setup_path]
cp_max_fo = 24
crit_type = "reg -> out"
critPathRequiredTime_ps = 1085520
arrival_ps = 4950
rrSetupSlack_ps = 1349170
cp_cell_sequence = "xnor2_1 -> nand4_1 -> nor4_2 -> nand2_1 -> clkdlybuf4s50_1"
setup.worst_path.start_class = "flop"
cp-end-kind = "primary output"
critPathBufInv = 1
r2r_end = "m_data_o[4]"
path_delay_family = "simple AND/OR/NAND/NOR gates"
cp_slowest_cell = "nor4_2"
cp_slowest_stage_delay_ps = 990
rr_worst_depth = 13

[synthesis]
flop_cell = "edfxtp_1"
top_area_share_pct = 77.3
top_area_cell = "edfxtp_1"
area_leaders = "edfxtp_1, mux4_2, mux2i_1, nor2_1, a22oi_1"
synth_flops = 9260
edf_count = 9218
syn_inst = 16300
synth_area_mm2 = 0.358
ys_seq_share_pct = 77.6
async_reset_ff_share_pct = 0.454
synth.avg_cell_area_um2 = 22.0
synth_cell_type_count = 88
ys_cells = 16300
yosysChipArea_mm2 = 0.358
common_cells = "edfxtp_1, mux4_2, nor2_1, clkbuf_1, mux2i_1"
ys_warn_count = 0
most_common_cell = "edfxtp_1"

[clocking]
cts_hold_buf = 0
clk_latency_ps = 1250
cts_tree = "done"
clk_pin_slew_worst_paths_ps = 60
cts.sinks = 9260
cts_resized = 0
clock_path_buffers = 4
cts_made_buffers = 903
clock-root-buffer = "clkbuf_16"
post_cts_buffers = 0
cts_max_level = 6

[timing]
clock.fmax_mhz = 3.62
final-hold-violation-count = 0
rsz0062_at_grt = "no"
relSlewSlack_pct = -1.53
fin_tns_setup_ps = 0
setup_slack_ps = 1080570
period_needed_ps = 276330
finalMaxSlewViolations = 1
tightest_slew_ps = 1520
finalClockPeriodUsage_pct = 20.4
setup_viol_count_final = 0
finClkSkew_ps = 88.2

[placement]
place_inst = 25600
dpl_cell_area_mm2 = 0.372
preCtsSetupSlack_ps = 1080590
port_buffers = 32
dp_hpwl_um = 791000
gp_congestion = 1.01

[worst_hold_path]
hold_end = "m_keep_o[1]"
holdCritStartpoint = "keep_r[1]"
hold_path_class = "reg -> reg"
hold_path_depth = 0

[job]
cap_viol_max_count = 0
warning_count = 31
## final cells by class
cell class	instances	area share (%)
Sequential cell	9260	69.0
Timing Repair Buffer	901	1.82
Tap cell	9516	2.95
Clock buffer	1039	5.81
Inverter	15	0.0208
Clock inverter	649	1.72
Antenna cell	275	0.171
Multi-Input combinational cell	5939	18.6
## cell usage in the layout (no fill, tap or decap), types with 22 or more instances in the layout
cell / n
diode_2: 275
nor2_1: 1117
a22oi_1: 426
mux2i_1: 452
nand3_1: 85
nand2_4: 33
dfrtp_1: 33
nand4_1: 33
edfxtp_1: 9218
mux4_2: 2229
mux2_2: 45
buf_4: 833
nor3_1: 47
clkbuf_16: 916
clkinvlp_4: 64
a221oi_1: 111
mux4_1: 45
o22ai_1: 97
a31oi_1: 30
a21oi_1: 227
clkinv_2: 181
a211oi_1: 53
o221ai_1: 52
clkdlybuf4s50_1: 22
o211ai_1: 25
buf_12: 35
clkbuf_1: 121
inv_6: 24
a22o_1: 75
o21ai_0: 98
bufinv_16: 120
nand2_1: 249
clkinv_1: 203
## sequential cells by signal (all words and copies together), names as in the netlist
| name | flops |
|---|---|
| m_last_o | 1 |
| uut_ff_fifo_wrapped_in_valid_ready.fifo.data | 9216 |
| m_valid_o | 1 |
| m_data_o | 16 |
| pointer | 2 |
| keep_r | 1 |
| uut_ff_fifo_wrapped_in_valid_ready.fifo.rd_ptr_odd_circle | 1 |
| uut_ff_fifo_wrapped_in_valid_ready.fifo.rd_ptr | 10 |
| uut_ff_fifo_wrapped_in_valid_ready.fifo.wr_ptr_odd_circle | 1 |
| uut_ff_fifo_wrapped_in_valid_ready.fifo.wr_ptr | 10 |
| m_keep_o | 1 |
## cell families after synthesis
group / count (synthesis) / share of synthesized area, %
adders and majority gates: 7 / 0.0245
buffers and inverters: 1069 / 1.76
DFF: 9260 / 77.6
other: 1 / 0.00105
xor gates and xnor gates: 23 / 0.0563
muxes: 2771 / 15.8
and+or+nand+nor: 1772 / 2.08
AOI/OAI and AO/OA: 1365 / 2.73
## per-stage QoR
step | power, mW | hold slack, ps | utilization (%)
final | 0.819 | 470 | 56.5
after global routing | 0.837 | 478 | 56.5
after CTS | 0.815 | 466 | 56.4
after detailed placement | 0.561 | 451 | 52.2
after global placement | 0.562 | 438 | 52.2
after floorplan | 0.456 | 424 | -
## how the worst max path moves through the flow
stage	from	endpoint	slack, ps	cells past startpoint
6_report	flop	s_ready_o	1080570	5
5_1_grt	flop	s_ready_o	1080530	5
4_1_cts	flop	s_ready_o	1080830	5
## metal layers
layer  share of wire (%)  global-route usage [%]
met4                 6.2                    17.4
met2                  43                    48.5
met5                 1.1                    18.1
met3                  23                    38.3
met1                  27                    42.3
## power breakdown
group / internal, mW / switching [mW]
Sequential: 0.316 / 0.00141
Clock: 0.147 / 0.110
Combinational: 0.0858 / 0.160
Total: 0.548 / 0.271
Power figures rest on the tool's default switching activity, not on a simulated workload.
